### flow/config.mk
export PLATFORM = sky130hd
export DESIGN_NAME = count_32
export DESIGN_NICKNAME = count_32
export VERILOG_FILES = /design/flow/design.v
export SDC_FILE = /design/flow/constraint.sdc
export NUM_CORES = 4
export LEC_CHECK = 1
export CORE_AREA = 10 10 70 70
export DIE_AREA = 0 0 80 80
### flow/constraint.sdc
current_design count_32

set clk_period 1.2
set clk_io_pct 0.2

create_clock -name clk0 -period $clk_period [get_ports {clock}]

set non_clock_inputs [all_inputs -no_clocks]
set_input_delay [expr $clk_period * $clk_io_pct] -clock clk0 $non_clock_inputs
set_output_delay [expr $clk_period * $clk_io_pct] -clock clk0 [all_outputs]
### flow/run.sh
#!/bin/bash
# OpenROAD 26Q1-2900-gdf79404cd8, Yosys 0.63+post, stock flow scripts
make -C /OpenROAD-flow-scripts/flow DESIGN_CONFIG=/design/flow/config.mk WORK_HOME=/design/flow/orfs finish
### flow/design.v
module count_32(q, clock, reset);
    input clock, reset;
    output [4:0] q;
    wire one, zero;
    assign one = 1'b1;
    assign zero = 1'b0;
    tff t0(q[0], one, clock, one, reset);  
    tff t1(q[1], q[0], clock, one, reset);
    tff t2(q[2], (q[0] & q[1]), clock, one, reset);
    tff t3(q[3], (q[0] & q[1] & q[2]), clock, one, reset);
    tff t4(q[4], (q[0] & q[1] & q[2] & q[3]), clock, one, reset);
endmodule
module tff(q, t, clk, en, clr);
   input clk, en, clr;
   input t;
   output q;
    wire d;
    assign d = ((q & ~t) | (t & ~q));
    dffe diffeq(q, d, clk, en, clr);
endmodule
module dffe(q, d, clk, en, clr);
   input d, clk, en, clr;
   wire clr;
   output q;
   reg q;
   initial
   begin
       q = 1'b0;
   end
   always @(posedge clk or posedge clr) begin
       if (clr) begin
           q <= 1'b0;
       end else if (en) begin
           q <= d;
       end
   end
endmodule
==> ci_impl_report.md <==
### Yosys + OpenROAD results

| Metric | Value |
|---|---|
| Worst hold path class | `input pin to async pin` |
| Final setup viols | `0` |
| CTS Sinks | `5` |
| Log Warnings | `26` |
| Ports | `7` |
| CTS clk-pin slew, worst paths | `0.04 ns` |
| Syn_area_per_cell | `13.53 µm²` |
| Max clock buf depth | `2` |
| Flop pwr share | `45.2%` |
| Total track usage | `1.602%` |
| Final Cell Area | `366.6 µm²` |
| Startpoint types | `register` |
| Cell internal pwr | `0.0002982 W` |
| Status | `completed` |
| CTS tree | `yes` |
| Max VDD drop | `158.4 µV` |
| Sequential cell area | `125.1 µm²` |
| Area grow syn2layout | `69.36%` |
| WS Path Type | `register to register` |
| Final Hold Fails | `0` |
| Tcrit/Tclk final | `96.56%` |
| Highest clock rate | `0.8630 GHz` |
| Skew-Pair Late Insertion Delay | `0.25 ns` |
| Yosys cell types | `5` |
| Clock power frac | `53.1%` |
| Via density per instance | `1.829` |
| Die W | `80 µm` |
| Chip footprint | `6400 µm²` |
| Post-Syn Area | `216.5 µm²` |
| Yosys cell count | `16` |
| Vias | `128` |
| Fill count | `395` |
| Height of the die | `80 µm` |
| Number of remaining DRC errors | `0` |
| Final Critical Period | `1.159 ns` |
| Crit path max fanout | `3` |
| Num CTS Buffers | `3` |
| Core area | `3416 µm²` |
| Final antenna-violating net count | `0` |
| Total congestion overflow | `0` |
| Pwr dens | `1021 nW/µm²` |
| First-pass GRT wire length | `676 µm` |
| Net Sw Frac | `20.34%` |
| DR WL/cell | `6.414 µm` |
| Fin. max-slew vios | `0` |
| RSZ-0062 raised after global routing | `true` |
| Share of layout cells above drive strength 1 | `37.50%` |
| Yosys warning tally | `1` |
| Inserted Diodes | `0` |
| Cells after Synth | `16` |
| Largest net degree at the start of global routing | `6` |
| Number of synthesized register bits | `5` |
| Combinational Area | `73.82 µm²` |
| Layout Skew | `0.003364 ns` |
| Rel. slew slack | `87.97%` |
| Site row count | `21` |
| Max Cap Viol | `0` |
| # H-tree levels | `1` |
| Most frequent cells in the layout | `dlygate4sd2_1, dfrtp_1, clkbuf_4, buf_4` |
| Leakage | `0.1671 nW` |
| Placed cell area | `296.5 µm²` |
| Initial antenna violation count | `0` |
| Switching Power | `0.00007615 W` |
| Worst Path Required | `1.33 ns` |
| Fp_density | `6.337%` |
| Worst-margin pin slew | `0.1803 ns` |
| DRT Pass-1 Iters | `2` |
| Port bufs | `6` |
| Iteration-0 DRC Markers | `14` |
| Clock Root Buffer | `clkbuf_4` |
| YS chip area | `216.5 µm²` |
| Post-layout util | `10.73%` |
| Combinational power share | `1.7%` |
| Crit path arrival time | `1.29 ns` |
| Vias in the first global route | `142` |
| Sequential area share after synthesis | `57.80%` |
| Final WL | `449 µm` |
| PnR worst setup slack | `0.04130 ns` |
| Routability cong. | `0.6778` |
| CP Capture Type | `register` |
| Pre-CTS setup slack | `-0.04219 ns` |
-- layout make-up --
class / instances / share of cell area (%)
multi-input cells: 4 / 20.14
clock buffers: 4 / 7.167
flip-flops and latches: 5 / 34.13
well taps: 46 / 15.70
inverters: 2 / 2.048
repair buffers: 9 / 20.82
-- Yosys cell counts --
cell type,instances,area share [%]
buf_4,5,17
xor2_1,1,4.0
inv_1,2,3.5
dfrtp_1,5,58
ha_1,3,17
-- what timing repair did --
item	4_1_cts	5_1_grt
setup buffers	3	0
resized	7	3
hold buffers	0	0
setup endpoints to repair	6	1
endpoints found under the hold margin	0	0
pin swaps	1	4
-- power by group through the flow --
stage | Sequential [W] | Clock, W | Combinational, W
final | 0.000169 | 0.000199 | 0.00000634
after global routing | 0.000169 | 0.000218 | 0.00000743
after CTS | 0.000169 | 0.000203 | 0.00000670
-- per-stage QoR --
stage,hold slack (ns),std cells,power [W],TNS [ns]
after global routing,0.2169,70,0.0003945,-0.01705
after global placement,0.4315,63,0.0001780,0
after floorplan,0.01852,16,0.0001744,0
after detailed placement,0.4508,63,0.0001783,-0.04219
after CTS,0.1964,70,0.0003785,0
final,0.1892,70,0.0003744,0
-- metal layers --
metal,wire length [µm],GRT usage [%],up-vias
met2,131,1.445,10
met4,0,0.3521,0
met3,159,3.523,0
met1,159,1.205,57
li1,-,-,61
met5,0,0,-
-- worst paths after layout --
kind,startpoint,to,slack [ns],cells after the start
max in group asynchronous,reset,t1.diffeq.q,0.84,2
worst min-delay path,reset,t3.diffeq.q,0.19,2
worst max register to register,t0.diffeq.q,t4.diffeq.q,0.04,4
worst max-delay path,t0.diffeq.q,t4.diffeq.q,0.04,4
worst min register to register,t0.diffeq.q,t0.diffeq.q,0.45,1
min in group clk0,t0.diffeq.q,t0.diffeq.q,0.45,1
-- worst max-delay path: stages (launching register included) --
cell	delay (ns)
dfrtp_1	0.39
ha_2	0.21
ha_4	0.16
ha_4	0.15
xor2_1	0.13
-- sequential cells by signal, summed over array words and instances (netlist names) --
signal and flops:
t3.diffeq.q 1, t1.diffeq.q 1, t2.diffeq.q 1, t4.diffeq.q 1, t0.diffeq.q 1
-- kinds of logic after synthesis --
| group | share of synthesized area [%] |
|---|---|
| buf+inv | 20.81 |
| fa+ha+maj | 17.34 |
| xor+xnor | 4.047 |
| flops | 57.80 |
Power is estimated from default activity; no workload was simulated.
